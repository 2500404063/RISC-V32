[/design/flow/config.mk]
export PLATFORM = sky130hd
export DESIGN_NAME = core_pipe_ie
export DESIGN_NICKNAME = core_pipe_ie
export VERILOG_FILES = /design/flow/design.v
export SDC_FILE = /design/flow/constraint.sdc
export NUM_CORES = 4
export LEC_CHECK = 1
export CORE_UTILIZATION = 50
[/design/flow/constraint.sdc]
current_design core_pipe_ie

set clk_period 19.1
set clk_io_pct 0.2

create_clock -name clk0 -period $clk_period [get_ports {clk}]

set non_clock_inputs [all_inputs -no_clocks]
set_input_delay [expr $clk_period * $clk_io_pct] -clock clk0 $non_clock_inputs
set_output_delay [expr $clk_period * $clk_io_pct] -clock clk0 [all_outputs]
[/design/flow/design.v]
module core_pipe_ie (
    input               clk,
    input               rst_n,
    output reg          ie_validout,
    input               mem_allowin,
    input               id_validout,
    input[31:0]         id_pc,
    input[4:0]          id_rd,
    input[2:0]          id_func3,
    input[4:0]          id_rs1,
    input[4:0]          id_rs2,
    input[6:0]          id_func7,
    input               id_op_LB,
    input               id_op_LH,
    input               id_op_LW,
    input               id_op_LBU,
    input               id_op_LHU,
    input               id_op_SB,
    input               id_op_SH,
    input               id_op_SW,
    input               id_op_BEQ,
    input               id_op_BNE,
    input               id_op_BLT,
    input               id_op_BGE,
    input               id_op_BLTU,
    input               id_op_BGEU,
    input               id_op_JAL,
    input               id_op_JALR,
    input               id_op_AND,
    input               id_op_ANDI,
    input               id_op_OR,
    input               id_op_ORI,
    input               id_op_XOR,
    input               id_op_XORI,
    input               id_op_ADD,
    input               id_op_ADDI,
    input               id_op_SUB,
    input               id_op_SLL,
    input               id_op_SLLI,
    input               id_op_SRL,
    input               id_op_SRLI,
    input               id_op_LUI,
    input               id_op_AUIPC,
    input               id_op_SLT,
    input               id_op_SLTU,
    input               id_op_SLTI,
    input               id_op_SLTIU,
    output              result_mem_load,
    output              result_mem_store,
    output[1:0]         result_mem_size,
    output[31:0]        result_mem_addr,
    output[31:0]        result_mem_din,
    output[31:0]        result_pc,
    output              result_jmp,
    output              result_link,
    output[31:0]        result_link_addr,
    output[31:0]        result_value,
    output              result_computed,
    output reg[4:0]     ie_rd,
    output reg[4:0]     ie_rs1,
    output reg[4:0]     ie_rs2,
    input[31:0]         reg_rs1_dout_old,
    input[31:0]         reg_rs2_dout_old,
    input[4:0]          mem_rd,
    input               mem_result_mem_load,
    input[31:0]         ram_dout,
    input               mem_result_computed,
    input[31:0]         mem_result_value
);
reg[31:0]    ie_pc;
reg[2:0]     ie_func3;
reg[6:0]     ie_func7;
reg          execute_en;
reg op_LB;
reg op_LH;
reg op_LW;
reg op_LBU;
reg op_LHU;
reg op_SB;
reg op_SH;
reg op_SW;
reg op_BEQ;
reg op_BNE;
reg op_BLT;
reg op_BGE;
reg op_BLTU;
reg op_BGEU;
reg op_JAL;
reg op_JALR;
reg op_AND;
reg op_ANDI;
reg op_OR;
reg op_ORI;
reg op_XOR;
reg op_XORI;
reg op_ADD;
reg op_ADDI;
reg op_SUB;
reg op_SLL;
reg op_SLLI;
reg op_SRL;
reg op_SRLI;
reg op_LUI;
reg op_AUIPC;
reg op_SLT;
reg op_SLTU;
reg op_SLTI;
reg op_SLTIU;
wire[31:0]    reg_rs1_dout;
wire[31:0]    reg_rs2_dout;
assign reg_rs1_dout = mem_result_mem_load && ie_rs1 == mem_rd ? ram_dout:
                      mem_result_computed && ie_rs1 == mem_rd ? mem_result_value : reg_rs1_dout_old;
assign reg_rs2_dout = mem_result_mem_load && ie_rs2 == mem_rd ? ram_dout:
                      mem_result_computed && ie_rs2 == mem_rd ? mem_result_value : reg_rs2_dout_old;
assign result_mem_size = op_LB | op_LBU | op_SB ? 2'b00 :
                         op_LH | op_LHU | op_SH ? 2'b01 :
                         op_LW | op_SW          ? 2'b10 : 2'b10;
assign result_mem_load  = (op_LB | op_LH | op_LW | op_LBU | op_LHU) & execute_en;
assign result_mem_store = (op_SB | op_SH | op_SW) & execute_en;
assign result_mem_addr  = result_mem_store ? $signed(reg_rs1_dout) + $signed({ie_func7,ie_rd}) : 
                                             $signed(reg_rs1_dout) + $signed({ie_func7,ie_rs2});
assign result_mem_din   = reg_rs2_dout;
wire   rs1_eq_rs2               =   reg_rs1_dout == reg_rs2_dout;
wire   rs1_lt_rs2_signed        =   $signed(reg_rs1_dout) < $signed(reg_rs2_dout);
wire   rs1_ge_rs2_signed        =   $signed(reg_rs1_dout) >= $signed(reg_rs2_dout);
wire   rs1_lt_rs2_unsigned      =   reg_rs1_dout < reg_rs2_dout;
wire   rs1_ge_rs2_unsigned      =   reg_rs1_dout >= reg_rs2_dout;
assign result_jmp       =  ((op_BEQ & rs1_eq_rs2)             |
                            (op_BNE & ~rs1_eq_rs2)            |
                            (op_BLT & rs1_lt_rs2_signed)      |
                            (op_BGE & rs1_ge_rs2_signed)      |
                            (op_BLTU & rs1_lt_rs2_unsigned)   |
                            (op_BGEU & rs1_ge_rs2_unsigned)   |
                            (op_JAL | op_JALR)) & execute_en;
assign result_pc        =   op_JAL  ? $signed({ie_func7,ie_rs2,ie_rs1,ie_func3,1'b0}) + $signed(ie_pc) :
                            op_JALR ? $signed(reg_rs1_dout) + $signed({ie_func7,ie_rs2}) :
                            $signed(ie_pc) + $signed({ie_func7[6],ie_rd[0],ie_func7[5:0],ie_rd[4:1],1'b0});
assign result_link      =   (op_JAL | op_JALR) & execute_en;
assign result_link_addr =   ie_pc + 32'd4;
assign result_value =   op_AND      ? reg_rs1_dout & reg_rs2_dout       : 
                        op_ANDI     ? reg_rs1_dout & {ie_func7, ie_rs2} :
                        op_OR       ? reg_rs1_dout | reg_rs2_dout       :
                        op_ORI      ? reg_rs1_dout | {ie_func7, ie_rs2} :
                        op_XOR      ? reg_rs1_dout ^ reg_rs2_dout       :
                        op_XORI     ? reg_rs1_dout ^ {ie_func7, ie_rs2} :
                        op_ADD      ? reg_rs1_dout + reg_rs2_dout       :
                        op_ADDI     ? reg_rs1_dout + {ie_func7, ie_rs2} :
                        op_SUB      ? reg_rs1_dout - reg_rs2_dout       :
                        op_SLL      ? reg_rs1_dout << reg_rs2_dout[4:0] :
                        op_SLLI     ? reg_rs1_dout << ie_rs2            :
                        op_SRL      ? reg_rs1_dout >> reg_rs2_dout[4:0] :
                        op_SRLI     ? reg_rs1_dout >> ie_rs2            :
                        op_LUI      ? $signed({ie_func7, ie_rs2,ie_rs1,ie_func3}) << 4'd12                  :
                        op_AUIPC    ? $signed({ie_func7, ie_rs2,ie_rs1,ie_func3}) << 4'd12 + ie_pc          :
                        op_SLT      ? rs1_lt_rs2_signed ? 32'd1 : 32'd0                                     :
                        op_SLTU     ? rs1_lt_rs2_unsigned ? 32'd1 : 32'd0                                   :
                        op_SLTI     ? $signed(reg_rs1_dout) < $signed({ie_func7, ie_rs2}) ? 32'd1 : 32'd0   :
                        op_SLTIU    ? reg_rs1_dout < {ie_func7, ie_rs2} ? 32'd1 : 32'd0                     : 32'd0;
assign result_computed =   (op_AND   |
                            op_ANDI  |
                            op_OR    |
                            op_ORI   |
                            op_XOR   |
                            op_XORI  |
                            op_ADD   |
                            op_ADDI  |
                            op_SUB   |
                            op_SLL   |
                            op_SLLI  |
                            op_SRL   |
                            op_SRLI  |
                            op_LUI   |
                            op_AUIPC |
                            op_SLT   |
                            op_SLTU  |
                            op_SLTI  |
                            op_SLTIU ) & execute_en;
always @(posedge clk or negedge rst_n) begin
    if (!rst_n) begin
        ie_validout     <= 1'b0;
        execute_en      <= 1'b0;
    end else begin
        if (mem_allowin) begin
            if (id_validout) begin
                if (!result_jmp || (result_jmp && id_pc == result_pc)) begin
                    ie_validout <= 1'b1;
                    ie_pc       <= id_pc;
                    ie_rd       <= id_rd;
                    ie_func3    <= id_func3;
                    ie_rs1      <= id_rs1;
                    ie_rs2      <= id_rs2;
                    ie_func7    <= id_func7;
                    op_LB       <= id_op_LB;
                    op_LH       <= id_op_LH;
                    op_LW       <= id_op_LW;
                    op_LBU      <= id_op_LBU;
                    op_LHU      <= id_op_LHU;
                    op_SB       <= id_op_SB;
                    op_SH       <= id_op_SH;
                    op_SW       <= id_op_SW;
                    op_BEQ      <= id_op_BEQ;
                    op_BNE      <= id_op_BNE;
                    op_BLT      <= id_op_BLT;
                    op_BGE      <= id_op_BGE;
                    op_BLTU     <= id_op_BLTU;
                    op_BGEU     <= id_op_BGEU;
                    op_JAL      <= id_op_JAL;
                    op_JALR     <= id_op_JALR;
                    op_AND      <= id_op_AND;
                    op_ANDI     <= id_op_ANDI;
                    op_OR       <= id_op_OR;
                    op_ORI      <= id_op_ORI;
                    op_XOR      <= id_op_XOR;
                    op_XORI     <= id_op_XORI;
                    op_ADD      <= id_op_ADD;
                    op_ADDI     <= id_op_ADDI;
                    op_SUB      <= id_op_SUB;
                    op_SLL      <= id_op_SLL;
                    op_SLLI     <= id_op_SLLI;
                    op_SRL      <= id_op_SRL;
                    op_SRLI     <= id_op_SRLI;
                    op_LUI      <= id_op_LUI;
                    op_AUIPC    <= id_op_AUIPC;
                    op_SLT      <= id_op_SLT;
                    op_SLTU     <= id_op_SLTU;
                    op_SLTI     <= id_op_SLTI;
                    op_SLTIU    <= id_op_SLTIU;
                    execute_en  <= 1'b1;
                end else begin
                    ie_validout <= 1'b0;
                end
            end else begin
                execute_en  <= 1'b0;
                ie_validout <= 1'b0;
            end
        end
    end
end
endmodule
[/design/flow/run.sh]
#!/bin/bash
# OpenROAD 26Q1-2900-gdf79404cd8, Yosys 0.63+post, stock flow scripts
make -C /OpenROAD-flow-scripts/flow DESIGN_CONFIG=/design/flow/config.mk WORK_HOME=/design/flow/orfs finish
==> summary.txt <==
Cells resized by post-CTS repair - 0
Kind of critical path - in2out
Initial DRC count - 5024
Number of I/O port buffers - 413
Gr ovfl total - 0
Dominant flop cell - edfxtp_1
Pwr Density - 39.67 nW/um^2
Setup violation total in the final timing report - 0
Std cell rows - 82
Asr flop ratio synth - 2.128%
Hold Vio Cnt, Final - 0
GPL Wtd Cong - 1.200
Via/cell ratio - 7.104
CTS root buf - clkbuf_16
# Cells Yosys - 3633
Min-delay src - ie_validout
Yosys stat area - 25520 um^2
DIE WIDTH - 227.9 um
DRC - 0
Total GRT Usage - 51.39%
Fmax - 66.01 MHz
TritonRoute pass-1 iters - 7
Late-Pin Clk Latency - 400 ps
Worst VDD drop - 0.00004789 V
Post-Route WL - 135.3 mm
Synth cell types - 92
Fin area - 30710 um^2
CP startpoint kind - primary input
Syn_area_per_cell - 7.024 um^2
Count of hold-fix buffers inserted at cts - 0
Synth flops - 94
FP Util - 50.76%
DR WL/cell - 29.50 um
Flip-flops with a built-in enable - 92
Synthesized instance count - 3633
Setup TNS - 0 ps
Yosys warning count - 1
Placed inst area - 30420 um^2
Share of layout cells above drive strength 1 - 6.012%
CP Capture Type - output port
Worst slew pin tran - 1295 ps
Die area - 51950 um^2
Htree depth - 3
Max Slew Vio Count - 0
Largest net degree at the start of global routing - 55
Ratio of final minimum period to clock period - 79.31%
Status - finished, final reports clean
Max-slew headroom - 11.44%
Crit path required time - 15280 ps
CP max FO - 27
Post-CTS setup buffer count - 0
Min Tclk post-route - 15150 ps
Post-synth seq share - 11.02%
CTS tree - done
Hold crit path type - reg2reg
Core ar. - 50270 um^2
Layout area overhead - 20.34%
Worst Setup SP - mem_result_mem_load
Synthesized area - 25520 um^2
Clock tree sinks - 94
Max Buffers Root-to-Sink - 2
Leak - 12.29 nW
Max Cap Violations - 0
Clock transition at the registers of the reported paths - 80 ps
Reg2reg start - ie_rs1[3]
Num ports - 414
Die height - 227.9 um
First-pass GRT wire length - 195.3 mm
RSZ-0062 raised after global routing - no
Vias in the first global route - 29480
Tool warnings - 115
Vias - 32580
Routed Antenna Nets - 0
Num CTS Buffers - 9
Initial antenna violation count - 6
Fin Clk Skew - 13.14 ps
Crit path DAT - 11330 ps
Post-DP HPWL - 105.3 mm
Yosys cell counts (all sizes together), types with 11 or more instances:
| master | number | share of area, % |
|---|---|---|
| and3 | 25 | 0.61 |
| o32a | 11 | 0.43 |
| nor2 | 336 | 4.9 |
| mux2i | 206 | 8.1 |
| xnor2 | 146 | 5.0 |
| nand4 | 55 | 1.4 |
| o31ai | 35 | 1.1 |
| o21a | 33 | 0.97 |
| o21bai | 21 | 0.62 |
| a2111oi | 24 | 0.85 |
| inv | 172 | 2.5 |
| and4 | 11 | 0.38 |
| a211o | 28 | 0.96 |
| o211ai | 36 | 1.1 |
| ha | 207 | 10 |
| nand2b | 37 | 0.94 |
| a21o | 70 | 2.1 |
| clkbuf | 218 | 3.2 |
| nand3 | 88 | 1.7 |
| a22oi | 21 | 0.62 |
| nand2 | 329 | 4.8 |
| nor3 | 109 | 2.1 |
| xor2 | 63 | 2.2 |
| nor3b | 19 | 0.56 |
| edfxtp | 92 | 11 |
| o21ai | 240 | 4.7 |
| and2 | 23 | 0.56 |
| a221oi | 29 | 1.0 |
| or4 | 14 | 0.43 |
| a211oi | 58 | 1.7 |
| nor2b | 27 | 0.66 |
| a2bb2oi | 14 | 0.48 |
| o2111ai | 16 | 0.55 |
| o211a | 12 | 0.47 |
| mux2 | 22 | 0.97 |
| o221ai | 40 | 1.4 |
| a21oi | 326 | 6.4 |
| or3 | 35 | 0.86 |
| a31oi | 78 | 1.9 |
| nor4 | 38 | 0.93 |
| buf | 47 | 0.84 |
| o22ai | 32 | 0.78 |
| or2 | 32 | 0.78 |
state kept, by name, summed over array words and instances, names as in the netlist, 3 cells and up:
name	cells
ie_pc	32
ie_func3	3
ie_rs2	5
ie_func7	7
ie_rs1	5
ie_rd	5
final cells by class:
| cell class | count | area (um^2) |
|---|---|---|
| inverters | 177 | 664.4 |
| well taps | 672 | 840.8 |
| multi-input cells | 3097 | 21120 |
| fillers | 4407 | 19560 |
| clock inverters | 6 | 52.55 |
| repair buffers | 525 | 4975 |
| diodes | 5 | 12.51 |
| clock buffers | 10 | 229.0 |
| flip-flops and latches | 94 | 2813 |
cells in the final DEF, fill, tap and decap left out, drive strengths merged, types with 32 or more instances in the layout:
cell	n
clkdlybuf4s50	413
nor2	336
nand2	329
a21oi	326
o21ai	240
ha	207
mux2i	206
inv	176
xnor2	146
buf	112
nor3	109
edfxtp	92
nand3	88
a31oi	78
a21o	70
xor2	63
a211oi	58
nand4	55
o221ai	40
nor4	38
nand2b	37
o211ai	36
or3	35
o31ai	35
o21a	33
or2	32
o22ai	32
kinds of logic (layout without fill, tap and decap cells):
logic type	Yosys count	count (layout)	synth area share, %
xor gates and xnor gates	209	209	7.173
muxes	235	235	9.669
buffers and inverters	442	718	6.663
AOI/OAI and AO/OA	1238	1238	32.24
and+or+nand+nor	1202	1202	22.62
adders and majority gates	213	213	10.62
DFF	94	94	11.02
other	0	5	0
per-layer routing:
layer,track usage [%],part of all wire [%],up-vias
met5,1.654,0.16,-
met4,25.36,6.8,12
met3,25.54,17,576
met2,67.07,38,2830
met1,69.92,38,15010
li1,-,-,14150
per-stage QoR:
step                util (%)  std cells  setup slack [ps]  total power [mW]  hold slack (ps)
floorplan                  -       3633              6650            0.6691            429.7
global placement       60.50       4565              4341            0.9899            469.6
detailed placement     60.50       4565              4191            0.9878            488.3
CTS                    61.06       4581              4160             1.183            516.1
global route           61.07       4582              3525             1.264            533.2
finish                 61.09       4586              3952             1.218            513.8
power breakdown:
group          internal, mW  switching, mW  leakage (nW)
sequential            0.233        0.00997         0.863
clock                0.0907         0.0982         0.132
combinational         0.315          0.472          11.3
critical path: stages:
cell and delay, ps:
clkdlybuf4s50_1 990, inv_1 550, nor3_1 410, nand2_1 90, buf_4 270, a31oi_1 170, buf_4 190, ha_1 170
inv_1 70, fa_1 450, nor2_1 290, o311ai_0 160, buf_4 190, a221oi_1 520, a21oi_1 230, nor4_1 560
or3b_2 560, nor2_1 270, and2_1 210, xnor2_1 130, o2111ai_1 120, nor4_1 350, o21ai_1 130, clkdlybuf4s50_1 420
final timing paths:
check	end	slack [ps]	cells past startpoint
setup / recovery	result_value[30]	3950	24
hold / removal	ie_validout	510	1
setup reg to reg	op_SLLI	10280	19
hold reg to reg	ie_validout	510	1
max in group asynchronous	execute_en	15380	1
min in group asynchronous	ie_validout	3580	1
Power is estimated from default activity; no workload was simulated.
