`./config.mk`:
```
export PLATFORM = sky130hd
export DESIGN_NAME = core_reg_arr
export DESIGN_NICKNAME = core_reg_arr
export VERILOG_FILES = /design/flow/design.v
export SDC_FILE = /design/flow/constraint.sdc
export NUM_CORES = 4
export LEC_CHECK = 1
export CORE_UTILIZATION = 40
```
`./constraint.sdc`:
```
current_design core_reg_arr

set clk_period 12.3
set clk_io_pct 0.2

create_clock -name clk0 -period $clk_period

set non_clock_inputs [all_inputs -no_clocks]
set_input_delay [expr $clk_period * $clk_io_pct] -clock clk0 $non_clock_inputs
set_output_delay [expr $clk_period * $clk_io_pct] -clock clk0 [all_outputs]
```
`./design.v`:
```
module core_reg_arr (
    input           rst_n,
    input           wen,
    input[4:0]      rs1_addr,
    input[4:0]      rs2_addr,
    input[4:0]      rd_addr,
    input[31:0]     rd_din,
    output[31:0]    rs1_dout,
    output[31:0]    rs2_dout,
    output reg      done,
    output[31:0]    test1,
    output[31:0]    test2,
    output[31:0]    test3
);
reg[31:0]   reg_array[31:0];
assign test1 = reg_array[1];
assign test2 = reg_array[2];
assign test3 = reg_array[3];
initial begin
    reg_array[0] = 32'd0;
end
always @(*) begin
    if(wen) begin
        if (rd_addr == 5'd0) begin
            reg_array[rd_addr]  = 32'd0;
        end else begin
            reg_array[rd_addr]  = rd_din;
        end
        done    = 1'b1;
    end else begin
        done    = 1'b0;
    end
end
assign  rs1_dout    =   reg_array[rs1_addr];
assign  rs2_dout    =   reg_array[rs2_addr];
endmodule
```
`./run.sh`:
```
#!/bin/bash
# OpenROAD 26Q1-2900-gdf79404cd8, Yosys 0.63+post, stock flow scripts
make -C /OpenROAD-flow-scripts/flow DESIGN_CONFIG=/design/flow/config.mk WORK_HOME=/design/flow/orfs finish
```
==> run_results.csv <==
group,metric,value,unit
flow_run,tool_warnings,33,
final_layout,final_cells,4398,
synthesis,fa_ha_area_share,0,%
synthesis,synth_stat.cells,3202,
pwr,sw_frac_of_total,52.1,%
timing,setup_viol,0,
die,chipArea,74700,µm²
synthesis,synth_warnings,2,
pwr,vdd_drop_max,35.0,µV
clock_network,cts_hold_buf,0,
final_layout,final_area,33700,µm²
timing,untimed_endpoints,1120,
placed_design,routabilityCongestion,1.11,
die,io_pins,210,
final_layout,syn_to_final_growth,14.6,%
worst_setup_path,cp_max_fo,28,
clock_network,post_cts_resized,0,
placed_design,port_buffers,209,
synthesis,yosys.area_share.xor_xnor,0,%
die,fp_util,40.4,%
pwr,power,1.07,mW
die,rows,99,
synthesis,yosysTopAreaCell,"dlxtn_1",
die,die_w,273,µm
synthesis,synthTopLogicFamily,"AND-OR/OR-AND gates",
pwr,total_leakage_power,14.4,nW
pwr,intPower,0.512,mW
synthesis,synth_cell_type_count,66,
global_routing,grt_pass1_wl,278,mm
synthesis,synth-edff-count,0,
route,wl,210,mm
synthesis,syn_area,29400,µm²
final_layout,drive_above_1_share,10.6,%
final_layout,nFillCells,6890,
final_layout,largest_reg_flops,1024,
worst_setup_path,crit_path_start_kind,"input pin",
die,die_y,273,µm
route,vias_per_cell,7.99,
hold_path,whs_path_depth,2,
worst_setup_path,end_kind,"output pin",
run_status,status,"finished clean",
synthesis,most_common_cell,"dlxtn_1",
timing,timing.final.crit_share,78.0,%
synthesis,async_flop_share,0,%
synthesis,syn_inst,3202,
synthesis,ys_sh_aoi,27.9,%
hold_path,holdCritPathClass,"in -> out",
synthesis,mux_share,3.24,%
route,ant_nets,0,
hold_path,hold_start,"wen",
global_routing,grt_usage,57.3,%
worst_setup_path,path_class,"in -> out",
timing,totalNegativeSetupSlack,0,ps
route,wl_per_cell,47.8,µm
timing,rsz0062_at_grt,"no",
global_routing,grt_pass1_vias,33132,
synthesis,syn_avg_cell_area,9.19,µm²
flow_run,maxCapViolations,0,
timing,holdWs,5810,ps
synthesis,ys_sh_simple,12.9,%
placed_design,dp_worst_setup_slack,3190,ps
timing,hold_viol_final,0,
worst_setup_path,required,9840,ps
route,drt_iter0_markers,5892,
global_routing,antenna_found_initial,26,
die,core,72800,µm²
worst_setup_path,crit_arrival,7140,ps
route,drcViolationCount,0,
timing,unclocked_pins,1024,
final_layout,final_util,46.3,%
timing,fmax,104,MHz
synthesis,yosys_area,29400,µm²
timing,drv_slew,0,
timing,worst_pin_slew,1190,ps
timing,slew_headroom,20.8,%
pwr,switchingPower,0.556,mW
timing,final.setup.worst_slack,2700,ps
synthesis,top_cell_area_share,52.3,%
hold_path,hold_end,"done",
placed_design,dp_cells,4364,
synthesis,area_leaders,"dlxtn_1 52%, a22oi_1 17%, nand2_1 2.7%, mux2i_1 2.2%, buf_2 2.2%",
timing,min_period,9600,ps
synthesis,synthFlopType,"dlxtn_1",
placed_design,dp_hpwl,125,mm
synthesis,top_cells_by_count,"1024 x dlxtn_1, 669 x a22oi_1, 211 x nand2_1, 151 x nor2_1, 130 x buf_2",
synthesis,numSynthFlops,1024,
global_routing,grt_remaining_overflow,0,
route,vias,35141,
route,dr.pass1.iters,10,
pwr,power-per-cell-area,31.7,nW/µm²
placed_design,dpl_cell_area,33700,µm²
clock_network,post-cts-setup-buffer-count,0,
global_routing,grt_max_degree,37,
## layer usage
metal	up-vias	share of wire [%]	global-route usage, %
met4	46	9.8	38.7
met5	-	0.25	7.57
li1	12695	-	-
met3	1575	20	45.3
met1	16446	33	65.2
met2	4379	37	71.6
## layout make-up
class                   count  area [µm²]  share of cell area, %
diodes                     34        85.1                  0.252
inverters                   6        22.5                 0.0668
repair buffers            435        3740                   11.1
flip-flops and latches   1024       15400                   45.6
well taps                 959        1200                   3.56
multi-input cells        1940       13300                   39.5
## worst max path at each step
stage,from,end
CTS,rs1_addr[1],rs1_dout[31]
global route,rs1_addr[1],rs1_dout[31]
finish,rs1_addr[1],rs1_dout[31]
## logic make-up after synthesis
group                  count (synthesis)
muxes                                 91
latches                             1024
and+or+nand+nor                      757
AOI/OAI and AO/OA                   1092
buffers and inverters                238
## worst max-delay path: stages
cell	delay, ps
buf_2	90
buf_4	330
buf_4	450
or3b_1	640
buf_4	330
nor2_4	470
buf_4	630
a22oi_1	190
nand4_1	140
a311oi_1	70
a31oi_1	660
clkdlybuf4s50_1	600
## cells in the final DEF (no fill, tap or decap), types with 7 or more instances in the layout
cell                n
a32oi_1            23
nand3b_1            8
a21oi_1            99
dlxtn_1          1024
and3_1              9
nor2b_1            26
a31oi_1            14
nand3_1            45
clkdlybuf4s50_1   199
nand2_1           210
buf_4             227
a222oi_1           19
mux2i_1            66
nand2b_1           16
nand4_1            97
o32a_1             15
nor3_4             13
o2bb2ai_1          12
o22ai_1            11
buf_2               9
and2_1              7
a22o_1             68
nor3_1             65
nor2_4             20
a22oi_1           669
nor2_2             27
nor2_1            120
nor4_1             22
and4_1             11
a2111oi_0          14
a221oi_1           51
a221o_1             9
mux2_2             24
nor2b_2            25
a211oi_1            7
o21ai_0            35
diode_2            34
Power is estimated from default activity; no workload was simulated.
