===== flow/design.v =====
module core_pipe_mem (
    input               clk,
    input               rst_n,
    output reg          mem_validout,
    output reg          mem_allowin,
    input               ie_validout,
    input               wb_allowin,
    input[4:0]          ie_rd,
    input[4:0]          ie_rs1,
    input[4:0]          ie_rs2,
    input[1:0]          ie_result_mem_size,
    input               ie_result_mem_load,
    input               ie_result_mem_store,
    input[31:0]         ie_result_mem_addr,
    input[31:0]         ie_result_mem_din,
    input[31:0]         ie_result_pc,
    input               ie_result_jmp,
    input               ie_result_link,
    input[31:0]         ie_result_link_addr,
    input[31:0]         ie_result_value,
    input               ie_result_computed,
    output reg[4:0]     mem_rd,
    output reg[4:0]     mem_rs1,
    output reg[4:0]     mem_rs2,
    output reg          mem_result_mem_load,
    output reg          mem_write_rd,
    output reg[31:0]    mem_result_pc,
    output reg          mem_result_jmp,
    output reg          mem_result_link,
    output reg[31:0]    mem_result_link_addr,
    output reg[31:0]    mem_result_value,
    output reg          mem_result_computed,
    input               ram_done,
    input[31:0]         ram_dout,
    output reg          mem_ram_en,
    output reg          mem_ram_wen,
    output reg[31:0]    mem_ram_addr,
    output reg[1:0]     mem_ram_size,
    output reg[31:0]    mem_ram_din
);
reg         reg_useless;
always @(*) begin
    if (ram_done) begin
        mem_ram_en  =   1'b0;
    end
end
always @(posedge clk or negedge rst_n) begin
    if (!rst_n) begin
        mem_allowin     <= 1'b1;
        mem_validout    <= 1'b0;
        mem_write_rd    <= 1'b0;
        mem_ram_en      <= 1'b0;
        mem_ram_addr    <= 32'd0;
        mem_ram_size    <= 2'd0;
        mem_ram_wen     <= 1'b0;
        mem_result_mem_load <= 1'b0;
        mem_result_computed <= 1'b0;
    end else begin
        if (ie_validout & wb_allowin) begin
            mem_allowin     <= 1'b1;
            mem_validout    <= 1'b1;
            mem_result_mem_load             <= ie_result_mem_load;
            mem_rd                          <= ie_rd;
            mem_rs1                         <= ie_rs1;
            mem_rs2                         <= ie_rs2;
            mem_result_pc                   <= ie_result_pc;
            mem_result_jmp                  <= ie_result_jmp;
            mem_result_link                 <= ie_result_link;
            mem_result_link_addr            <= ie_result_link_addr;
            mem_result_value                <= ie_result_value;
            mem_result_computed             <= ie_result_computed;
            if (ie_result_mem_load) begin
                mem_write_rd    <= 1'b1;
                mem_ram_en      <= 1'b1;
                mem_ram_wen     <= 1'b0;
                mem_ram_addr    <= ie_result_mem_addr;
                mem_ram_size    <= ie_result_mem_size;
            end else if(ie_result_mem_store) begin
                mem_ram_en      <= 1'b1;
                mem_ram_wen     <= 1'b1;
                mem_ram_addr    <= ie_result_mem_addr;
                mem_ram_size    <= ie_result_mem_size;
                mem_ram_din     <= ie_result_mem_din;
            end else begin
                mem_ram_en      <= 1'b0;
            end
        end else begin
            mem_validout    <= 1'b0;
        end
    end
end
endmodule

===== flow/run.sh =====
#!/bin/bash
# OpenROAD 26Q1-2900-gdf79404cd8, Yosys 0.63+post, stock flow scripts
make -C /OpenROAD-flow-scripts/flow DESIGN_CONFIG=/design/flow/config.mk WORK_HOME=/design/flow/orfs finish

===== flow/config.mk =====
export PLATFORM = sky130hd
export DESIGN_NAME = core_pipe_mem
export DESIGN_NICKNAME = core_pipe_mem
export VERILOG_FILES = /design/flow/design.v
export SDC_FILE = /design/flow/constraint.sdc
export NUM_CORES = 4
export LEC_CHECK = 1
export CORE_AREA = 10 10 197 197
export DIE_AREA = 0 0 207 207

===== flow/constraint.sdc =====
current_design core_pipe_mem

set clk_period 1.0
set clk_io_pct 0.2

create_clock -name clk0 -period $clk_period [get_ports {clk}]

set non_clock_inputs [all_inputs -no_clocks]
set_input_delay [expr $clk_period * $clk_io_pct] -clock clk0 $non_clock_inputs
set_output_delay [expr $clk_period * $clk_io_pct] -clock clk0 [all_outputs]

==> flow_metrics.env <==
# implementation run metrics
export IMPL_finalHoldViolCount=39
export IMPL_cp_required_ns=0.80
export IMPL_clock_path_buffers=2
export IMPL_crit_path_top_delay_cell="edfxtp_1"
export IMPL_drv_cap=0
export IMPL_clkTransAtPathRegs_ns=0.07
export IMPL_tritoncts="yes"
export IMPL_r2r_end="mem_ram_addr[7]$_DFFE_PN0P_"
export IMPL_grt_max_degree=40
export IMPL_wire_per_inst_um=18.1
export IMPL_drt_pass1_iterations=4
export IMPL_cts_root_buf="clkbuf_16"
export IMPL_post_place_ws_ns=-0.736
export IMPL_worstMarginPinSlew_ns=0.511
export IMPL_overflow=0
export IMPL_fmax_mhz=822
export IMPL_core_area_mm2=0.0345
export IMPL_ys_cells=235
export IMPL_worstPathArrival_ns=1.02
export IMPL_fin_ws_ns=-0.216
export IMPL_rsz0062_at_grt="true"
export IMPL_initCoreUtil=0.173
export IMPL_reg2reg_slack_ns=0.02
export IMPL_path_delay_family="flip-flops"
export IMPL_antenna_left=0
export IMPL_dieArea_mm2=0.0428
export IMPL_setup_viol=184
export IMPL_tool_warnings=63
export IMPL_critPathCaptureType="output pin"
export IMPL_synthCells=235
export IMPL_hpwlAfterDp_um=16300
export IMPL_violations="negative hold slack, negative setup slack"
export IMPL_yosysSeqAreaShare=0.891
export IMPL_yosysTopAreaCell="edfxtp_1"
export IMPL_fin_crit_ns=1.22
export IMPL_row_count=68
export IMPL_syn_to_final_growth_pct=73.3
export IMPL_grt_pass1_vias=4162
export IMPL_synth_top_cell_area_share=0.728
export IMPL_p_leak_nw=4.15
export IMPL_routed_via_density=3.33
export IMPL_gp_congestion=0.834
export IMPL_p_per_area_mw_per_mm2=1720
export IMPL_worst_r2r_cell_count=3
export IMPL_crit_chain="buf_6"
export IMPL_clk_latency_ns=0.43
export IMPL_clock_sinks=184
export IMPL_htreeDepth=4
export IMPL_drcViolationCount=0
export IMPL_max_vdd_ir_drop_mv=1.10
export IMPL_yosys_stat_area_mm2=0.00598
export IMPL_die_w_um=207
export IMPL_antenna_found_initial=0
export IMPL_pin_count=405
export IMPL_grt_usage=0.0952
export IMPL_seqCellArea_mm2=0.00533
export IMPL_syn_avg_cell_area_um2=25.5
export IMPL_synth_seq_cells=184
export IMPL_die_h_um=207
export IMPL_clock_skew_ns=0
export IMPL_max_slew_margin_rel=0.660
export IMPL_worst_path_max_fanout=1
export IMPL_finalWirelength_um=20600
export IMPL_critPathMaxStageDelay_ns=0.43
export IMPL_startpoint_type="register"
export IMPL_grt_pass1_wl_um=29800
export IMPL_crit_buf_inv=1
export IMPL_synth_area_mm2=0.00598
export IMPL_cp_depth=1
export IMPL_synth_cell_type_count=14
export IMPL_report_final_slew_viol_count=0
export IMPL_finalCritPeriodShare=1.22
export IMPL_drive_gt1_frac=0.451
export IMPL_crit_type="register to output pin"
export IMPL_comb_area_um2=596
export IMPL_cts_inserted_buffers=17
export IMPL_area_leaders="edfxtp_1 (73%), dfrtp_1 (16%), mux2_4 (7.5%)"
export IMPL_fill_cells=3484
export IMPL_portBuffers=369
export IMPL_drt_iter0_markers=138
export IMPL_utilization=0.300
export IMPL_r2r_start="mem_ram_addr[7]$_DFFE_PN0P_"
export IMPL_hp_class="primary input to async pin"
export IMPL_fin_hold_ws_ns=-0.135
export IMPL_ys_warn_count=3
export IMPL_status="complete, but fails checks"
export IMPL_vias=3784
==> synth_stat cells <==
master,instances
buf_4,2
buf_8,3
inv_1,1
nand2_1,1
edfxtp_1,145
conb_1,2
and3_2,1
a31oi_1,2
mux2_2,6
a31o_2,1
dfrtp_1,39
and3b_1,1
o211ai_4,1
mux2_4,30
==> sequential cells by signal, summed over array words and instances (netlist names) <==
signal,count
mem_ram_addr,32
mem_ram_din,32
mem_result_link_addr,32
mem_result_pc,32
mem_result_value,32
mem_rd,5
mem_rs1,5
mem_rs2,5
mem_ram_size,2
mem_ram_wen,1
mem_result_computed,1
mem_result_jmp,1
mem_result_link,1
mem_result_mem_load,1
mem_validout,1
mem_write_rd,1
==> how the worst max path moves through the flow <==
stage                                   from                   end  slack, ns
finish             mem_ram_din[23]$_DFFE_PP_       mem_ram_din[23]      -0.22
global route       mem_ram_din[23]$_DFFE_PP_       mem_ram_din[23]      -0.28
CTS           mem_result_value[25]$_DFFE_PP_  mem_result_value[25]      -0.27
==> metal layers <==
layer | vias up | global-route usage | routed length (µm) | part of all wire
li1 | 1780 | - | - | -
met1 | 1726 | 0.112 | 7750 | 0.38
met2 | 264 | 0.146 | 9450 | 0.46
met3 | 14 | 0.0659 | 3070 | 0.15
met4 | 0 | 0.0115 | 288 | 0.014
met5 | - | 0 | 0 | 0
==> worst register-to-register path: cells and delay by family, from the launching register on <==
| family | cells | cell delay [ns] |
|---|---|---|
| buffers and inverters | 2 | 0.25 |
| flip-flops | 1 | 0.38 |
| multiplexers | 1 | 0.25 |
==> area by class of cell <==
cell class | instances | area share
timing repair buffer | 418 | 0.317
inverter | 1 | 0.000362
clock buffer | 18 | 0.0414
multi-input combinational | 45 | 0.0574
tap | 455 | 0.0549
sequential | 184 | 0.514
clock inverter | 14 | 0.0146
antenna | 1 | 0.000241
==> layout by cell type (no fill, tap or decap) <==
master           synthesis  layout
and3_4                   0       1
clkbuf_1                 0       1
nand2_1                  1       1
buf_16                   0       1
conb_1                   2       2
buf_6                    0       7
inv_1                    1       1
mux2_4                  30      30
diode_2                  0       1
a31oi_1                  2       2
dfrtp_1                 39      39
a31o_2                   1       1
clkbuf_2                 0       1
buf_4                    2      36
clkbuf_16                0      17
inv_8                    0       5
and3b_4                  0       1
mux2_2                   6       6
inv_6                    0       4
clkinv_4                 0       3
bufinv_16                0       1
bufbuf_16                0       1
edfxtp_1               145     145
buf_12                   0       7
clkinv_1                 0       1
o211ai_4                 1       1
clkdlybuf4s15_1          0       1
clkdlybuf4s50_1          0     180
buf_2                    0     184
==> cells by family after synthesis <==
logic type,count (synthesis),share of synthesized area
AND-OR/OR-AND,4,0.00711
other,2,0.00126
AND/OR/NAND/NOR,3,0.00335
multiplexers,36,0.0866
flip-flops,184,0.891
buffers and inverters,6,0.0107
==> through the flow <==
stage                     power [W]  setup TNS [ns]  cell area, µm²  std cells
after floorplan             0.00951          -96.12            5990        235
after global placement       0.0117         -119.68           10500       1086
after detailed placement     0.0117         -121.46           10500       1086
after CTS                    0.0181          -32.28           10300       1129
after global routing         0.0187          -36.11           10400       1135
final                        0.0178          -23.05           10400       1136
==> power breakdown <==
| part | internal, W | switching (W) |
|---|---|---|
| sequential | 0.00880 | 0.000218 |
| clock | 0.00355 | 0.00313 |
| combinational | 0.00155 | 0.000534 |
==> repair_timing <==
action	CTS	global route
cloned	2	0
hold endpoints to repair	39	39
pin swaps	2	0
endpoints found under the setup margin	358	192
resized	626	7
setup buffers	9	9
Power and IR drop assume default switching activity.
